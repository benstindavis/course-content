File: flow/constraint.sdc
current_design LAB_A1

set clk_period 2.1
set clk_io_pct 0.2

create_clock -name clk0 -period $clk_period

set non_clock_inputs [all_inputs -no_clocks]
set_input_delay [expr $clk_period * $clk_io_pct] -clock clk0 $non_clock_inputs
set_output_delay [expr $clk_period * $clk_io_pct] -clock clk0 [all_outputs]
File: flow/run.sh
#!/bin/bash
# OpenROAD 26Q1-2900-gdf79404cd8, Yosys 0.63+post, stock flow scripts
make -C /OpenROAD-flow-scripts/flow DESIGN_CONFIG=/design/flow/config.mk WORK_HOME=/design/flow/orfs finish
File: flow/config.mk
export PLATFORM = sky130hd
export DESIGN_NAME = LAB_A1
export DESIGN_NICKNAME = LAB_A1
export VERILOG_FILES = /design/flow/design.v
export SDC_FILE = /design/flow/constraint.sdc
export NUM_CORES = 4
export LEC_CHECK = 1
export CORE_AREA = 10 10 70 70
export DIE_AREA = 0 0 80 80
File: flow/design.v
module AND_GATE 
#(
    parameter N = 8
)
(
    A,B, C
);
input [N-1:0] A,B;
output [N-1:0] C;
assign C = A & B;
endmodule
module LAB_A1 #(
    parameter N = 8
)(
    a,b,S,cout
);
input [N-1:0] a;
input [N-1:0] b;
input [2:0] S;
output [N-1:0] cout;
wire [N-1:0] a0,a1,a2,a3,a4,a5,a6,a7;
AND_GATE #(.N(N)) A0 (a,b,a0);
OR_GATE #(.N(N)) A1 (a,b,a1);
NAND_GATE #(.N(N)) A2 (a,b,a2);
NOR_GATE #(.N(N)) A3 (a,b,a3);
XOR_GATE #(.N(N)) A4 (a,b,a4);
XNOR_GATE #(.N(N)) A5 (a,b,a5);
multiplyBy2 #(.N(N)) A6 (a,a6);
divideBy2 #(.N(N)) A7 (a,a7);
MUX_8to1 #(.N(N)) MUX0 (a0,a1,a2,a3,a4,a5,a6,a7,S,cout);
endmodule
module MUX_2to1 #(
    parameter N = 8
) (
    A,B,sel,cout
);
input [N-1:0] A,B;
input sel;
output [N-1:0] cout;
reg nsel;
wire [N-1:0] t0,t1;
assign nsel = !sel;
assign cout = nsel ? A:B;
endmodule
module MUX_4to1 #(
    parameter N = 8
) (
    A,B,C,D,sel,cout
);
input [N-1:0] A,B,C,D;
input [1:0] sel;
output [N-1:0] cout;
reg [1:0] nsel;
wire [N-1:0] t0,t1,t2;
MUX_2to1 #(.N(N)) M0 (A,B,sel[0],t0);
MUX_2to1 #(.N(N)) M1 (C,D,sel[0],t1);
MUX_2to1 #(.N(N)) M3 (t0,t1,sel[1],t2);
assign cout = t2;
endmodule
module MUX_8to1 #(
    parameter N = 8
) (
    a0,a1,a2,a3,a4,a5,a6,a7,sel,cout
);
input [N-1:0] a0,a1,a2,a3,a4,a5,a6,a7;
input [2:0] sel;
output [N-1:0] cout;
reg [1:0] sel10; 
wire [N-1:0] t0,t1,t2;
assign sel10 = {sel[1:0]};
MUX_4to1 #(.N(N)) M0 (a0,a1,a2,a3,sel10,t0);
MUX_4to1 #(.N(N)) M1 (a4,a5,a6,a7,sel10,t1);
MUX_2to1 #(.N(N)) M2 (t0,t1,sel[2],t2);
assign cout = t2;
endmodule
module NAND_GATE #(
    parameter N = 8
)
(
    A,B, C
);
input [N-1:0] A,B;
output [N-1:0] C;
wire [N-1:0] t0; 
AND_GATE #(.N(N)) G0 (A,B,t0);
NOT_GATE #(.N(N)) G1 (t0,C);
endmodule
module NOR_GATE #(
    parameter N = 8
)
(
    A,B, C
);
input [N-1:0] A,B;
output [N-1:0] C;
wire [N-1:0] t0; 
OR_GATE #(.N(N)) G0 (A,B,t0);
NOT_GATE #(.N(N)) G1 (t0,C);
endmodule
module NOT_GATE #(
    parameter N = 8
)
(
    A, C
);
input [N-1:0] A;
output [N-1:0] C;
assign C = !A;
endmodule
module OR_GATE #(
    parameter N = 8
)
(
    A,B, C
);
input [N-1:0] A,B;
output [N-1:0] C;
assign C = A | B;
endmodule
module XNOR_GATE #(
    parameter N = 8
)
(
    A,B, C
);
input [N-1:0] A,B;
output [N-1:0] C;
wire [N-1:0] t0,t1,t2,t3,t4; 
NOT_GATE #(.N(N)) G0 (A,t0);
NOT_GATE #(.N(N)) G1 (B,t1);
AND_GATE #(.N(N)) G2 (A,t1,t2);
AND_GATE #(.N(N)) G3 (t0,B,t3);
OR_GATE #(.N(N)) G4 (t2,t3,t4);
NOT_GATE #(.N(N)) G5 (t4,C);
endmodule
module XOR_GATE #(
    parameter N = 8
)
(
    A,B, C
);
input [N-1:0] A,B;
output [N-1:0] C;
wire [N-1:0] t0,t1,t2,t3; 
NOT_GATE #(.N(N)) G0 (A,t0);
NOT_GATE #(.N(N)) G1 (B,t1);
AND_GATE #(.N(N)) G2 (A,t1,t2);
AND_GATE #(.N(N)) G3 (t0,B,t3);
OR_GATE #(.N(N)) G4 (t2,t3,C);
endmodule
module divideBy2 #(
    parameter N = 8
) (
    A,C
);
input [N-1:0] A;
output [N-1:0] C;
assign C = {1'b0,A[N-1:1]};  
endmodule
module multiplyBy2 #(
    parameter N = 8
) (
    A,C
);
input [N-1:0] A;
output [N-1:0] C;
assign C = {A[N-2:0],1'b0};  
endmodule
==> GITHUB_STEP_SUMMARY <==
### Flow metrics

| Metric | Value |
|---|---|
| Status | finished, violations left |
| Failing checks | setup timing |
| # IOs | 27 |
| Most instantiated logic cells after routing | buf_4, nand2_1, buf_2 |
| Hold Path Cell Cnt | 5 |
| Critical Path Max Stage Delay | 0.33 ns |
| Routability cong. | 0.841 |
| Worst min-delay path class | input pin to primary output |
| # Cells Yosys | 54 |
| Slew Limit Fails | 0 |
| Pre-Repair DR Iteration Count | 4 |
| Chip Area, Yosys | 362 um^2 |
| Initial antenna violation count | 0 |
| Tcrit/Tclk final | 1.02 |
| CP Cell Sequence | buf_6 > nor4_4 > and3_4 > a31oi_4 > xnor2_2 > a311o_1 > buf_2 |
| Wire per inst | 13.4 um |
| Yosys warnings | 2 |
| Most frequent logic cell in the layout | buf_4 |
| DR vias/cell | 4.30 |
| Worst path arrival time | 1.72 ns |
| Crit path kind | input pin to primary output |
| Worst hold start | a[6] |
| WHS Endpoint | cout[7] |
| Cell Type Count | 19 |
| Log Warnings | 33 |
| P_sw | 0.0000752 W |
| First-pass GRT wire length | 3.19 mm |
| Tightest Pin Transition | 0.290 ns |
| Detailed Route Iter0 Violations | 11 |
| Post-Synthesis Cells | 54 |
| Row cnt | 21 |
| Global-route usage over all layers | 0.0582 |
| Int Pwr | 0.000104 W |
| Gate power share | 1.000 |
| CP required | 1.68 ns |
| Flop count | 0 |
| Final setup viols | 1 |
| Area delta synth->final | 176% |
| Setup WS post-layout | -0.0380 ns |
| Sw Share | 0.420 |
| Share of post-route cells with drive strength above 1 | 0.560 |
| Crit path launch type | input pin |
| Final critical-path required period | 2.14 ns |
| Max_cap viols | 0 |
| Syn avg cell area | 6.70 um^2 |
| CTS hold repair buffers | 0 |
| Seq share, synth | 0 |
| VDD IR max | 34.9 uV |
| Slew HR | 0.805 |
| Cell area power density | 179 nW/um^2 |
| Post-DP HPWL | 1.43 mm |
| RSZ-0062 raised after global routing | true |
| Seq pwr share | 0 |
| Core Area | 3420 um^2 |
| Final Hold Fails | 0 |
| Clock Buffer Count | 0 |
| CP Capture Type | primary output |
| GRT overflow | 0 |
| Peak fanout along the critical path | 2 |
| Max Clk Rate | 468 MHz |
| Antenna cells | 0 |
| Detailed-route DRC error count | 0 |
| Height of the die | 80 um |
| Register Area | 0 um^2 |
| Largest net degree at the start of global routing | 8 |
| WL final | 2.08 mm |
| Die Size | 6400 um^2 |
| Clock group share of total power | 0 |
| Critical path's slowest cell | a311o_1 |
| Total power | 0.000179 W |
| Fill cell count | 346 |
| Vias | 666 |
| FP Core Util | 0.106 |
| Mapped cell area | 362 um^2 |
| Vias in the first global route | 698 |
| Leakage Power | 0.433 nW |
| Die W | 80 um |
| Fin Hold WS | 1.45 ns |
| DRT antenna net count | 0 |
| Port Buf Inserts | 27 |
[cell type report]
cell class | instances | area (um^2) | share of cell area
Timing Repair Buffer | 57 | 480 | 0.481
Multi-Input combinational cell | 51 | 458 | 0.458
Tap cell | 46 | 57.6 | 0.0576
Inverter | 1 | 3.75 | 0.00375
[cells by family after synthesis]
family / Yosys count / share of synthesized area
xor+xnor: 1 / 0.0242
fa+ha+maj: 8 / 0.221
mux: 6 / 0.166
simple gates: 22 / 0.294
buf+inv: 3 / 0.0450
compound gates: 14 / 0.249
[Yosys cell counts]
library cell / number / area share
o21ai_0: 6 / 0.083
nor4_1: 4 / 0.069
nand4_1: 2 / 0.035
a31oi_1: 1 / 0.017
a21oi_1: 1 / 0.014
and3_1: 1 / 0.017
buf_2: 1 / 0.014
buf_4: 1 / 0.021
nand4b_1: 1 / 0.024
nor3_1: 1 / 0.014
xnor2_1: 1 / 0.024
nor2_1: 2 / 0.021
a22oi_1: 4 / 0.083
mux2i_1: 6 / 0.17
nand2_1: 11 / 0.11
a311o_1: 1 / 0.028
inv_1: 1 / 0.010
o41ai_1: 1 / 0.024
maj3_1: 8 / 0.22
[worst max-delay path: cells and delay by family]
kind            cells  cell delay [ns]
compound gates      2             0.37
simple gates        2             0.57
xor+xnor            1             0.15
buf+inv             2             0.22
[worst max-delay path by stage]
stage	from	endpoint	slack [ns]	depth (start not counted)
4_1_cts	S[0]	cout[0]	0.007	9
5_1_grt	a[1]	cout[0]	-0.11	7
6_report	b[5]	cout[0]	-0.04	7
[routing by layer]
layer	wire, um	track usage	vias up
met3	201	0.00909	0
met5	0	0	-
met1	962	0.0738	306
li1	-	-	329
met4	0	0.00528	0
met2	916	0.104	31
[stage by stage]
stage,utilization,std cells,TNS [ns],area (um^2),setup WS [ns]
floorplan,-,54,0,362,0.299
global placement,0.244,146,-3.00,835,-0.750
detailed placement,0.244,146,-2.97,835,-0.745
CTS,0.271,153,0,927,0.00678
global route,0.293,155,-0.270,1000,-0.115
finish,0.293,155,-0.0380,1000,-0.0380
[power groups by stage]
| stage | logic (W) | registers (W) | clock network, W |
|---|---|---|---|
| after global routing | 0.000194 | 0 | 0 |
| final | 0.000179 | 0 | 0 |
| after CTS | 0.000165 | 0 | 0 |
[timing repair]
action / CTS / global route
pin swaps: 11 / 8
resized: 89 / 14
setup buffers: 6 / 2
cloned: 1 / 0
setup endpoints to repair: 8 / 4
Power figures rest on the tool's default switching activity, not on a simulated workload.
