### run.sh
#!/bin/bash
# OpenROAD 26Q1-2900-gdf79404cd8, Yosys 0.63+post, stock flow scripts
make -C /OpenROAD-flow-scripts/flow DESIGN_CONFIG=/design/flow/config.mk WORK_HOME=/design/flow/orfs finish
### constraint.sdc
current_design lab2b

set clk_period 27.9
set clk_io_pct 0.2

create_clock -name clk0 -period $clk_period

set non_clock_inputs [all_inputs -no_clocks]
set_input_delay [expr $clk_period * $clk_io_pct] -clock clk0 $non_clock_inputs
set_output_delay [expr $clk_period * $clk_io_pct] -clock clk0 [all_outputs]
### design.v
module MUX_2to1 #(
    parameter N = 8
) (
    A,B,sel,cout
);
input [N-1:0] A,B;
input sel;
output [N-1:0] cout;
reg nsel;
wire [N-1:0] t0,t1;
assign nsel = !sel;
assign cout = nsel ? A:B;
endmodule
module MUX_4to1 #(
    parameter N = 8
) (
    A,B,C,D,sel,cout
);
input [N-1:0] A,B,C,D;
input [1:0] sel;
output [N-1:0] cout;
reg [1:0] nsel;
wire [N-1:0] t0,t1,t2;
MUX_2to1 #(.N(N)) M0 (A,B,sel[0],t0);
MUX_2to1 #(.N(N)) M1 (C,D,sel[0],t1);
MUX_2to1 #(.N(N)) M3 (t0,t1,sel[1],t2);
assign cout = t2;
endmodule
module MUX_8to1 #(
    parameter N = 8
) (
    a0,a1,a2,a3,a4,a5,a6,a7,sel,cout
);
input [N-1:0] a0,a1,a2,a3,a4,a5,a6,a7;
input [2:0] sel;
output [N-1:0] cout;
reg [1:0] sel10; 
wire [N-1:0] t0,t1,t2;
assign sel10 = {sel[1:0]};
MUX_4to1 #(.N(N)) M0 (a0,a1,a2,a3,sel10,t0);
MUX_4to1 #(.N(N)) M1 (a4,a5,a6,a7,sel10,t1);
MUX_2to1 #(.N(N)) M2 (t0,t1,sel[2],t2);
assign cout = t2;
endmodule
module ACC_32bit #(
    parameter N = 32
) (
    input [N-1:0]num1,
    input [N-1:0]num2,
    input [N-1:0]num3,
    output [2*N:0]out
);
wire [2*N-1:0] ab,D;
Array_MUL #(.N(N),.M(N)) M0 (.num1(num1),.num2(num2),.k(1'b0),.out(ab));
assign D = {{(N){1'b0}},num3};
Add_Sub_Nbit #(.N(2*N)) A0 (ab,D,1'b0,out);
endmodule
module Add_Sub_Nbit #(parameter N=4)(A,B, k, S);
input [N-1:0]A,B; 
input k;  
output [N:0]S;  
wire [N+1:0]C; 
wire [N:0] A1, B1;
wire [N:0]xB;
assign A1 = {A[N-1],A};  
assign B1 = {B[N-1],B};
assign xB = k?~B1:B1; 
assign C[0] = k;
genvar i; 
generate 
for (i = 0; i < N+1; i= i+1) begin : FA  
Full_Adder FA_ (.a(A1[i]), .b(xB[i]), .cin(C[i]), .sum(S[i]), .cout(C[i+1])); 
end
endgenerate
endmodule
module Array_MUL #(
    parameter N = 8,
    parameter M = 8
) (
    input [N-1:0]num1,
    input [M-1:0]num2,
    input k,  
    output [N+M-1:0]out
);
wire [N+M-1:0]partial_products[M-1:0];  
wire [N+M-1:0]partial_products_temp1[M-1:0];  
wire [N-1:0]partial_products_temp0[M-1:0];  
wire [N+M-1:0]sum[M-1:0];  
wire [N+M-1:0]partial_product_temp;  
assign partial_products_temp0[0] = num2[0] ? {k^num1[N-1],num1[N-2:0]}:{k,{(N-1){1'b0}}};
assign partial_products[0] = {{(M-1){1'b0}},k,partial_products_temp0[0]}; 
generate
    genvar i;
    for (i = 1;i < M-1;i=i+1 ) begin: Gen_partial_products
        assign partial_products_temp0[i] = num2[i] ? {k^num1[N-1],num1[N-2:0]}:{k,{(N-1){1'b0}}};
        assign partial_products_temp1[i] = {{(M){1'b0}},partial_products_temp0[i]}; 
        assign partial_products[i] = partial_products_temp1[i]<<i;
    end
endgenerate
assign partial_products_temp0[M-1] = num2[M-1] ? {num1[N-1],k ? ~num1[N-2:0] : num1[N-2:0]}:{1'b0,{(N-1){k}}};
assign partial_products_temp1[M-1] = {{(M){1'b0}},partial_products_temp0[M-1]}; 
assign partial_product_temp = partial_products_temp1[M-1]<<M-1;
assign partial_products[M-1] = {k,partial_product_temp[N+M-2:0]};
assign sum[0] = partial_products[0];
generate
    genvar j;
    for (j = 1;j<M ;j = j+1 ) begin: Add_partial_products
        assign sum[j] = partial_products[j] + sum[j-1];
    end
endgenerate
assign out = sum[M-1];
endmodule
module CMP_16bit #(
    parameter N = 16
) (
    input [N-1:0] num1,num2,
    output g,e,l
);
wire e0,e1,g0,g1,l0,l1;
CMP_8bit C0 (num1[N/2-1:0],num2[N/2-1:0],g0,e0,l0);
CMP_8bit C1 (num1[N-1:N/2],num2[N-1:N/2],g1,e1,l1);
assign e = e0 & e1;
assign g = g1 | (e1 & g0);
assign l = ~e & ~g; 
endmodule
module CMP_1bit (
    input num1,num2,
    output g,e,l
);
assign g = num1 & ~num2;
assign l = ~num1 & num2;
assign e = ~(num1^num2);
endmodule
module CMP_2bit #(
    parameter N = 2
) (
    input [N-1:0] num1,num2,
    output g,e,l
);
wire e0,e1,g0,g1,l0,l1;
CMP_1bit C0 (num1[0],num2[0],g0,e0,l0);
CMP_1bit C1 (num1[1],num2[1],g1,e1,l1);
assign e = e0 & e1;
assign g = g1 | (e1 & g0);
assign l = ~e & ~g; 
endmodule
module CMP_32bit #(
    parameter N = 32
) (
    input [N-1:0] num1,num2,
    output [N-1:0] g,e,l
);
wire e0,e1,g0,g1,l0,l1;
CMP_16bit C0 (num1[N/2-1:0],num2[N/2-1:0],g0,e0,l0);
CMP_16bit C1 (num1[N-1:N/2],num2[N-1:N/2],g1,e1,l1);
assign e = {{(N-1){1'b0}},{e0 & e1}};
assign g = {{(N-1){1'b0}},{g1 | (e1 & g0)}};
assign l = {{(N-1){1'b0}},{~e[0] & ~g[0]}}; 
endmodule
module CMP_4bit #(
    parameter N = 4
) (
    input [N-1:0] num1,num2,
    output g,e,l
);
wire e0,e1,g0,g1,l0,l1;
CMP_2bit C0 (num1[1:0],num2[1:0],g0,e0,l0);
CMP_2bit C1 (num1[3:2],num2[3:2],g1,e1,l1);
assign e = e0 & e1;
assign g = g1 | (e1 & g0);
assign l = ~e & ~g; 
endmodule
module CMP_8bit #(
    parameter N = 8
) (
    input [N-1:0] num1,num2,
    output g,e,l
);
wire e0,e1,g0,g1,l0,l1;
CMP_4bit C0 (num1[N/2-1:0],num2[N/2-1:0],g0,e0,l0);
CMP_4bit C1 (num1[N-1:N/2],num2[N-1:N/2],g1,e1,l1);
assign e = e0 & e1;
assign g = g1 | (e1 & g0);
assign l = ~e & ~g; 
endmodule
module Full_Adder(a, b, cin, sum, cout);
input a, b, cin; 
output sum, cout; 
wire S0, C1, C2;
Half_Adder HA1 (.a(a), .b(b), .sum(S0), .cout(C1));
Half_Adder HA2 (.a(cin), .b(S0), .sum(sum), .cout(C2));
assign cout = C1 | C2; 
endmodule
module Half_Adder(a, b, sum, cout);
input a, b; 
output sum, cout; 
assign sum = a ^ b; 
assign cout = a & b; 
endmodule
module  lab2b #(
    parameter N = 32
) (
    input [N-1:0] num1,num2,num3,
    input [2:0]sel,
    output [N-1:0] out
);
wire [N:0] T0,T1;
wire [N-1:0] T2,T3,T4;
wire [2*N:0] T7;
wire [2*N-1:0] T5,T6;
Add_Sub_Nbit #(.N(N)) A0 (.A(num1),.B(num2),.k({1'b0}), .S(T0));
Add_Sub_Nbit #(.N(N)) A1 (.A(num1),.B(num2),.k({1'b1}), .S(T1));
CMP_32bit #(.N(N)) C0 (.num1(num1),.num2(num2),.g(T2),.e(T3),.l(T4));
Array_MUL #(.N(N),.M(N)) M0 (.num1(num1),.num2(num2),.k({1'b0}), .out(T5));
Array_MUL #(.N(N),.M(N)) M1 (.num1(num1),.num2(num2),.k({1'b1}), .out(T6));
ACC_32bit #(.N(N)) Ac1 (.num1(num1),.num2(num2),.num3(num3), .out(T7));
MUX_8to1 #(.N(N)) DUT (T0[N-1:0],T1[N-1:0],T2,T3,T4,T5[N-1:0],T6[N-1:0],T7[N-1:0],sel,out);
endmodule
### config.mk
export PLATFORM = sky130hd
export DESIGN_NAME = lab2b
export DESIGN_NICKNAME = lab2b
export VERILOG_FILES = /design/flow/design.v
export SDC_FILE = /design/flow/constraint.sdc
export NUM_CORES = 4
export LEC_CHECK = 1
export CORE_UTILIZATION = 30
==> impl_metrics.py <==
# Generated from Yosys and OpenROAD reports
metrics = {
    "logic_synthesis": {
        "netlist_area_um2": 19000,
        "synthSimpleGateAreaFrac": 0.135,
        "yosys-stat-cells": 2188,
        "ys_sh_xor": 0.0389,
        "ys_top_logic_family": "adder cells",
        "syn_inst": 2188,
        "ys_warn_count": 3,
        "yosysUniqueCellTypes": 55,
        "yosys.area_share.aoi": 0.0609,
        "yosys_area_um2": 19000,
        "ys_sh_mux": 0.00692,
        "synthAdderAreaFrac": 0.642,
        "synth_seq_share": 0,
        "avgSynthCellArea_um2": 8.67,
    },
    "finish": {
        "syn_to_final_growth_pct": 12.2,
        "drive_above_1_share": 0.0277,
        "lay_top_count": "fa_1",
        "design_area_um2": 21300,
        "nFlopsAndLatches": 0,
        "lay_top_cells": "504 x fa_1, 473 x inv_1, 389 x nand2_1",
        "flop_area_um2": 0,
        "clockBufferCount": 0,
    },
    "placed_design": {
        "dp_hpwl_mm": 52.9,
        "dp_slack_ns": 1.74,
        "gp_congestion": 0.988,
        "portBuffers": 131,
        "place_area_um2": 21300,
    },
    "die": {
        "floorplan.core_util": 0.306,
        "die_h_um": 254,
        "core_area_um2": 62100,
        "die_width_um": 254,
        "die-area_um2": 64300,
        "num_io_pins": 131,
        "rows": 91,
    },
    "grt": {
        "antenna_found_initial": 2,
        "grt_max_degree": 62,
        "grt_pass1_vias": 16500,
        "track_usage": 0.225,
        "overflow": 0,
        "grt_pass1_wl_mm": 101,
    },
    "critical_path": {
        "cp_max_fo": 14,
        "cp-end-kind": "output pin",
        "critical_path_required_ns": 22.32,
        "slowest_delay_ns": 1.03,
        "cp_common_cell": "fa_1",
        "crit_end": "out[31]",
        "crit_slowest_cell": "clkdlybuf4s50_1",
        "cp.arrival_ns": 20.53,
        "start_kind": "input port",
        "critPathLaunch": "num2[0]",
        "crit_type": "in -> out",
    },
    "timing": {
        "maxSlewHeadroom": 0.427,
        "setup_tns_ns": 0,
        "drv_slew": 0,
        "period_used_share": 0.936,
        "max_freq_mhz": 38.3,
        "setup-violations-final": 0,
        "fin_ws_ns": 1.79,
        "grt_setup_unrepaired": "false",
        "fin_hold_ws_ns": 12.20,
        "finalCriticalPeriod_ns": 26.11,
        "worst_pin_slew_ns": 0.857,
        "hold_violations": 0,
    },
    "run": {
        "log.warning_count": 49,
        "drv_cap": 0,
    },
    "drt": {
        "routed.top_layer": "met5",
        "drc": 0,
        "num_antenna_cells": 0,
        "wl_per_cell_um": 21.4,
        "avgViaCountPerCell": 4.85,
        "wl_met2_mm": 29.2,
        "wirelength_met1_mm": 25.6,
        "met3_length_mm": 9.64,
        "postRouteAntennaNets": 0,
        "drt_wl_total_mm": 66.5,
        "first_pass_iters": 6,
        "vias": 15100,
        "drt_iter0_markers": 808,
    },
    "clocking": {
        "post_cts_buffers": 0,
        "hold_buffers": 0,
        "postCtsResizedCells": 0,
    },
    "min_path": {
        "worstHoldStart": "sel[0]",
        "min_path_type": "in -> out",
    },
    "status": {
        "status": "finished, final reports clean",
    },
}
kinds of logic (layout without fill, tap and decap cells):
group | Yosys count | count (layout)
compound gates | 186 | 186
xor+xnor | 81 | 81
fa+ha+maj | 671 | 671
buf+inv | 580 | 663
mux | 13 | 13
simple gates | 657 | 657
Yosys cell counts, drive strengths merged (2+ instances only):
library cell	instances	area, um^2
xor2	23	201
a31o	3	26.3
a21o	22	165
and2	3	18.8
clkbuf	74	278
fa	504	10100
o21bai	7	52.6
a31oi	6	37.5
nand4	8	50.1
o21ai	26	130
a22oi	5	37.5
ha	167	2090
mux2i	12	120
inv	476	1790
clkinv	5	18.8
a211oi	4	30.0
nand2	391	1470
or3	4	25.0
nand2b	3	18.8
xnor2	57	514
nor2	222	833
o22ai	21	131
nor4	2	12.5
nor3	11	55.1
a2111oi	2	18.8
o21a	4	30.0
nand3	11	55.1
o211ai	5	37.5
a21oi	68	340
o221ai	2	17.5
buf	25	135
worst min-delay path by stage:
stage,endpoint,slack [ns],cells after the start
5_1_grt,out[15],12.26,4
4_1_cts,out[14],12.22,4
6_report,out[14],12.20,4
worst max-delay path, delay by kind of cell:
family / cells / cell delay [ns]
buffers and inverters: 5 / 2.11
AOI/OAI and AO/OA: 2 / 0.28
adders and majority gates: 31 / 11.76
and+or+nand+nor: 2 / 0.63
xor gates and xnor gates: 1 / 0.17
layout make-up:
type                            count  area (um^2)
Fill cell                        6328        40800
Inverter                          481         1810
Multi-Input combinational cell   1608        16800
Timing Repair Buffer              182         1690
Tap cell                          837         1050
stage by stage:
stage | utilization | std cells
after floorplan | - | 2188
after global placement | 0.343 | 3108
after detailed placement | 0.343 | 3108
after CTS | 0.343 | 3108
after global routing | 0.343 | 3108
final | 0.343 | 3108
metal layers:
layer,up-vias,track usage
li1,6640,-
met1,7477,0.296
met2,835,0.329
met3,110,0.129
met4,4,0.0490
met5,-,0
