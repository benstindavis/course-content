**./design.v**
```verilog
module Counter_Ring #(
    parameter N = 8
) 
(
    input clk,
    input ori,
    output [N-1:0]Q
);
D_FlipFlop_PC DFF0 (.clk(clk),.preset(ori),.clear(1'b1),.D(Q[N-1]),.Q(Q[0]));
generate
    genvar i;
    for(i = 1 ; i < N ; i = i + 1) begin : Gen_DFF
        D_FlipFlop_PC DFF_ (.clk(clk),.preset(1'b1),.clear(ori),.D(Q[i-1]),.Q(Q[i]));
    end
endgenerate
endmodule
module D_FlipFlop_PC(
    input clk, 
    input preset,
    input clear,
    input D,
    output reg Q
);
always@(negedge clk) 
begin
    if (clear == 0)
        Q <= 1'b0;
    else if(preset == 0)
        Q <= 1'b1;
    else
        Q <= D;
end
endmodule
```
**./run.sh**
```bash
#!/bin/bash
# OpenROAD 26Q1-2900-gdf79404cd8, Yosys 0.63+post, stock flow scripts
make -C /OpenROAD-flow-scripts/flow DESIGN_CONFIG=/design/flow/config.mk WORK_HOME=/design/flow/orfs finish
```
**./config.mk**
```make
export PLATFORM = sky130hd
export DESIGN_NAME = Counter_Ring
export DESIGN_NICKNAME = Counter_Ring
export VERILOG_FILES = /design/flow/design.v
export SDC_FILE = /design/flow/constraint.sdc
export NUM_CORES = 4
export LEC_CHECK = 1
export CORE_AREA = 10 10 70 70
export DIE_AREA = 0 0 80 80
```
**./constraint.sdc**
```tcl
current_design Counter_Ring

set clk_period 1.1
set clk_io_pct 0.2

create_clock -name clk0 -period $clk_period [get_ports {clk}]

set non_clock_inputs [all_inputs -no_clocks]
set_input_delay [expr $clk_period * $clk_io_pct] -clock clk0 $non_clock_inputs
set_output_delay [expr $clk_period * $clk_io_pct] -clock clk0 [all_outputs]
```
==> impl_metrics.tcl <==
# metrics dict for downstream scripts
set metrics [dict create \
    design.core.area_um2 3420 \
    stdcell_area_um2 393 \
    ir_drop_uv 321 \
    final_hold_viol_count 0 \
    grt_util_met3_pct 2.73 \
    grt-ovfl-total 0 \
    r2r_end "Gen_DFF[6].DFF_.Q" \
    required_ns 0.88 \
    syn_area_um2 274 \
    drt_iter0_drc 3 \
    place_area_um2 362 \
    cp_cell_sequence "buf_2" \
    worst_pin_slew_ns 0.187 \
    grt_max_degree 9 \
    placedCellCount 72 \
    drc 0 \
    cts_root_buf "clkbuf_4" \
    grt_pass1_wl_um 959 \
    ant_nets 0 \
    hold_class "register to register" \
    relSlewSlack_pct 87.5 \
    die_x_um 80 \
    vias 188 \
    ctsHoldBuffers 0 \
    use_met2_pct 2.57 \
    rr_startpoint "Gen_DFF[5].DFF_.Q" \
    hold_slack_ns 0.419 \
    std_cell_rows 21 \
    gp_congestion 0.639 \
    drive_gt1_share_pct 54.1 \
    met1_usage_pct 1.68 \
    outcome "complete, but fails checks" \
    cts_tree "built" \
    ys.flops 8 \
    power_mw 0.650 \
    powerDensity_nw_per_um2 1650 \
    fin_tns_setup_ns -3.12 \
    dr.pass1.iters 2 \
    setup_viol 8 \
    yosysUniqueCellTypes 5 \
    syn_area_per_cell_um2 11.0 \
    grt_antenna_before_repair 0 \
    cp_slowest_stage_delay_ns 0.31 \
    reg2reg_slack_ns 0.43 \
    holdPathEnd "DFF0.Q" \
    wl_per_cell_um 7.42 \
    warnings 36 \
    die_h_um 80 \
    grt_use_total_pct 2.04 \
    worstHoldStart "Gen_DFF[7].DFF_.Q" \
    r2r_cells 2 \
    cts_made_buffers 3 \
    ys.warnings.count 1 \
    fp-utilization_pct 8.02 \
    layout_top_cells "8 x dfxtp_2, 8 x inv_1, 7 x and2_1, 7 x buf_2, 3 x clkbuf_4" \
    clock-sinks 8 \
    worst-path-buf-inv 1 \
    critPathTopFamily "flip-flops" \
    insertedDiodeCount 0 \
    grt_pass1_vias 219 \
    clock_latency_ns 0.31 \
    fin_skew_ns 0.0100 \
    htreeDepth 1 \
    setup_slack_ns -0.399 \
    netlist_instances 25 \
    power_leakage_nw 0.203 \
    violations "setup timing" \
    fin_util_pct 11.5 \
    maxCapViolCount 0 \
    end_kind "primary output" \
    clk_pin_slew_worst_paths_ns 0.03 \
    hold_path_depth 1 \
    path_max_fanout 2 \
    cts.path.max_buffers 2 \
    yosysChipArea_um2 274 \
    layout.cells.non_filler 83 \
    post-place-ws_ns -0.486 \
    yosys_cells 25 \
    portBuffers 9 \
    vias_per_cell 2.27 \
    critPathKind "register to primary output" \
    rsz0062_at_grt "true" \
    arrival_ns 1.28 \
    cpMaxStageDelayCell "dfxtp_2" \
    finalWirelength_um 616 \
    critPathLaunchType "register" \
    slew_viol_final 0 \
    area_growth_pct 43.4 \
    grt-busiest-layer "met3" \
    chipArea_um2 6400 \
    postSynthSeqShare_pct 58.4 \
    ios 10 \
]
[area by class of cell]
cell class,count,area (um2)
Timing Repair Buffer,10,62.6
Fill cell,395,3020
Clock buffer,3,22.5
Multi-Input combinational cell,8,50.0
Clock inverter,8,30.0
Sequential cell,8,170
Tap cell,46,57.6
[per-layer routing]
metal / share of wire (%) / wire length (um) / vias up
met5: 0 / 0 / -
met4: 1.6 / 10 / 0
met3: 15 / 95 / 2
met2: 44 / 271 / 10
met1: 39 / 238 / 84
li1: - / - / 92
[sequential cells by signal, indices dropped and copies added, names as in the netlist]
| register | cells |
|---|---|
| Gen_DFF.DFF_.Q | 7 |
| DFF0.Q | 1 |
[how the worst max path moves through the flow]
stage,slack (ns),start,depth (start not counted),end
global route,-0.45,Gen_DFF[4].DFF_.Q,1,Q[4]
finish,-0.40,Gen_DFF[1].DFF_.Q,1,Q[1]
CTS,-0.42,Gen_DFF[1].DFF_.Q,1,Q[1]
[repair_timing]
action / in CTS / in global routing
gates resized: 35 / 0
gates cloned: 0 / 0
endpoints found under the setup margin: 16 / 8
setup buffers: 1 / 0
[report_power, final]
part | switching, mW | total (mW) | internal, mW
clock network | 0.161 | 0.325 | 0.164
logic | 0.00634 | 0.0187 | 0.0123
registers | 0.00422 | 0.306 | 0.302
total | 0.171 | 0.650 | 0.478
[cell usage after synthesis, drive strengths merged]
master | number | area, um2
and2 | 7 | 43.8
nand2b | 1 | 6.26
buf | 8 | 60.1
dfxtp | 8 | 160
inv | 1 | 3.75
[kinds of logic (layout without fill, tap and decap cells)]
family	after synthesis	count (layout)	synth area share (%)
buffers and inverters	9	21	23.3
and+or+nand+nor	8	8	18.3
DFF	8	8	58.4
